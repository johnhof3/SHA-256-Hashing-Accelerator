File: /design/flow/config.mk
export PLATFORM = sky130hd
export DESIGN_NAME = Lsigma0
export DESIGN_NICKNAME = Lsigma0
export VERILOG_FILES = /design/flow/design.v
export SDC_FILE = /design/flow/constraint.sdc
export NUM_CORES = 4
export LEC_CHECK = 1
export CORE_AREA = 10 10 95 95
export DIE_AREA = 0 0 105 105
File: /design/flow/constraint.sdc
current_design Lsigma0

set clk_period 1.2
set clk_io_pct 0.2

create_clock -name clk0 -period $clk_period

set non_clock_inputs [all_inputs -no_clocks]
set_input_delay [expr $clk_period * $clk_io_pct] -clock clk0 $non_clock_inputs
set_output_delay [expr $clk_period * $clk_io_pct] -clock clk0 [all_outputs]
File: /design/flow/design.v
module Ch(input logic [31:0] reg1, reg2, reg3,
            output logic [31:0] out);
    always_comb
	 begin
        out = (reg1 & reg2) ^ (~reg1 & reg3);
    end
endmodule
module Maj(input logic [31:0] reg1, reg2, reg3,
            output logic [31:0] out);
    always_comb
	 begin
        out = (reg1 & reg2) ^ (reg1 & reg3) ^ (reg2 & reg3);
    end
endmodule
module Csigma0(input logic [31:0] register,
            output logic [31:0] out);
    logic [31:0] rotr2, rotr13, rotr22;
    always_comb
	 begin
        rotr2 = {register[1:0], register[31:2]};
        rotr13 = {register[12:0], register[31:13]};
        rotr22 = {register[21:0], register[31:22]};
        out = rotr2 ^ rotr13 ^ rotr22;
    end
endmodule
module Csigma1(input logic [31:0] register,
            output logic [31:0] out);
    logic [31:0] rotr6, rotr11, rotr25;
    always_comb
	 begin
        rotr6 = {register[5:0], register[31:6]};
        rotr11 = {register[10:0], register[31:11]};
        rotr25 = {register[24:0], register[31:25]};
        out = rotr6 ^ rotr11 ^ rotr25;
    end
endmodule
module Lsigma0(input logic [31:0] register,
            output logic [31:0] out);
    logic [31:0] rotr7, rotr18, shr3;
    always_comb
	 begin
        rotr7 = {register[6:0], register[31:7]};
        rotr18 = {register[17:0], register[31:18]};
        shr3 = register >> 3;
        out = rotr7 ^ rotr18 ^ shr3;
    end
endmodule
module Lsigma1(input logic [31:0] register,
            output logic [31:0] out);
    logic [31:0] rotr17, rotr19, shr10;
    always_comb
	 begin
        rotr17 = {register[16:0], register[31:17]};
        rotr19 = {register[18:0], register[31:19]};
        shr10 = register >> 10;
        out = rotr17 ^ rotr19 ^ shr10;
    end
endmodule
File: /design/flow/run.sh
#!/bin/bash
# OpenROAD 26Q1-2900-gdf79404cd8, Yosys 0.63+post, stock flow scripts
make -C /OpenROAD-flow-scripts/flow DESIGN_CONFIG=/design/flow/config.mk WORK_HOME=/design/flow/orfs finish
==> out/qor.csv <==
metric;value;unit
run_status;finished, final reports clean;
via_per_inst;2.901;
layout_top_cell;buf_2;
hp-start;register[29];
fp.dieH;105;um
dr.first_iter.drc_count;13;
antenna_left;0;
highest_layer;met3;
setup_violations;0;
ys_area;730.7;sq um
finalHoldViolations;0;
drc;0;
critPathRequiredTime;0.96;ns
yosys_cells;32;
yosysTopAreaCell;xor3_1;
holdPathEnd;out[11];
dieArea;0.01103;sq mm
syn_inst;32;
dp_hpwl;2667;um
hold_depth;3;
cp.arrival;0.94;ns
worst_pin_slew;0.1176;ns
core;0.006907;sq mm
routedWlPerCell;14.49;um
area_growth;91.27;%
dpl-instance-area;0.001567;sq mm
comb_area;730.7;sq um
max_cap_viol_count;0;
boundaryPins;64;
routed_wl;2941;um
maxSlewViolCount;0;
gp_congestion;0.7195;
report.power.total;628.5;uW
final_cells;203;
nFlopsAndLatches;0;
slew_headroom;0.9216;
top_cells_by_area;xor3_1, xor3_4, xor2_1;
track_usage;0.05106;
port_buffers;64;
synth_seq_share;0;
flop_area;0;sq um
grt_pass1_wl;4402;um
rows;30;
path_class;in2out;
grt_pass1_vias;682;
irDropWorstVdd;0.0001564;V
routed-wl-met3;371;um
synth.distinct_cells;3;
fin_crit_sh;0.9844;
initial_utilization;0.1058;
end_kind;primary output;
period_minus_slack;1.181;ns
lay_top_cells;buf_2, xor3_1, buf_4;
dpl_worst_slack;-0.8192;ns
layout_setup_ws;0.01877;ns
max_freq;846.6;MHz
final_layout_size_suffix_gt1_frac;0.6636;
clock_buffers;0;
start_kind;input pin;
p_per_area;449.7;mW/mm^2
place_inst;202;
wl_met2;1133;um
die_x;105;um
netlist_area;730.7;sq um
n_antenna_cell;0;
grt-ovfl-total;0;
critPathMaxFanout;3;
log.warning_count;33;
avgSynthCellArea;22.83;sq um
grt_max_degree;4;
dr.pass1.iters;3;
vias;589;
grt_antenna_before_repair;0;
top_area_frac;0.8134;
rsz0062_at_grt;false;
final_area;0.001398;sq mm
yosys_warnings;1;
n_fill_cell;777;
power.leakage;0.8073;nW
fin_util;0.2024;
wl_met1;1436;um
hp-class;in2out;
report_power, final:
| part | total, mW | internal (mW) | switching (mW) |
|---|---|---|---|
| Combinational | 0.628 | 0.472 | 0.156 |
| Clock | 0 | 0 | 0 |
| Sequential | 0 | 0 | 0 |
metal layers:
metal  vias up  GRT usage
met2        41    0.06673
met3         0    0.02671
li1        279          -
met4         0          0
met1       269    0.07689
met5         -          0
layout make-up:
class,instances,share of cell area
timing repair buffer,75,0.3912
multi-input combinational,32,0.5228
tap,96,0.08594
timing repair:
action | CTS | global route
buffers inserted | 1 | 0
setup endpoints to repair | 32 | 17
gates resized | 229 | 13
pin swaps | 23 | 9
hold buffers | 0 | 0
synth_stat cells:
cell,n
xor3_4,4
xor2_1,3
xor3_1,25
how the worst max path moves through the flow:
stage,slack (ns),startpoint,cells past startpoint,endpoint
after global routing,0.001,register[14],3,out[7]
after CTS,-0.02,register[31],3,out[28]
final,0.02,register[31],3,out[13]
per-stage QoR:
step | setup TNS, ns | hold slack, ns
4_1_cts | -0.02432 | 0.8078
6_report | 0 | 0.7758
3_3_place_gp | -21.48 | 1.507
3_5_place_dp | -21.61 | 1.515
2_1_floorplan | 0 | 0.5052
5_1_grt | 0 | 0.8232
logic make-up after synthesis:
| family | count (synthesis) | synth area share |
|---|---|---|
| xor+xnor | 32 | 1.000 |
critical path: stages:
cell and delay [ns]:
buf_4 0.14, xor3_4 0.42, buf_2 0.13
